### design/flow/config.mk
export PLATFORM = sky130hd
export DESIGN_NAME = Pipelined_alu_top
export DESIGN_NICKNAME = Pipelined_alu_top
export VERILOG_FILES = /design/flow/design.v
export SDC_FILE = /design/flow/constraint.sdc
export NUM_CORES = 4
export LEC_CHECK = 1
export CORE_AREA = 10 10 109 109
export DIE_AREA = 0 0 119 119
### design/flow/constraint.sdc
current_design Pipelined_alu_top

set clk_period 5.7
set clk_io_pct 0.2

create_clock -name clk0 -period $clk_period [get_ports {clk}]

set non_clock_inputs [all_inputs -no_clocks]
set_input_delay [expr $clk_period * $clk_io_pct] -clock clk0 $non_clock_inputs
set_output_delay [expr $clk_period * $clk_io_pct] -clock clk0 [all_outputs]
### design/flow/design.v
`timescale 1ns / 1ps
module Alu #(
	parameter data_width = 32,
	parameter opcode_width = 7
)(
	input [data_width-1:0] opA,
	input [data_width-1:0] opB,
	input [opcode_width-1:0] opcode,
	output reg [data_width-1:0] alu_result
);
    localparam ADD = 7'h1;
	localparam SUB = 7'h2;
	localparam AND = 7'h3;
	localparam OR =  7'h4;
	localparam XOR = 7'h5;
	localparam SADD = 7'h6;
	always @ (*)
		begin
			case(opcode)
				ADD : alu_result = opA + opB;
				SUB : alu_result = opA - opB;
				AND : alu_result = opA & opB;
				OR  : alu_result = opA | opB;
				XOR : alu_result = opA ^ opB;
				SADD : alu_result = $signed(opA) + $signed(opB);
				default : alu_result = {data_width{1'b0}};
			endcase
		end
endmodule
`timescale 1ns / 1ps
module Pipelined_alu_top(
	input clk,
	input rst,
	input [4:0] src1,
	input [4:0] src2,
	input [4:0] dest_addr,
	input [6:0] opcode,
	input valid,
	output stall
);
wire [31:0] oprA, oprB;
reg [4:0] rf_waddr;
reg [31:0] rf_wdata;
reg rf_en;
reg [31:0] s1opA, s1opB;
reg [4:0] s1dest,s1srcA,s1srcB;
reg [6:0] s1opcode;
reg s1valid;
reg [4:0] s2dest;
reg [31:0] s2result;
reg s2valid;
wire [31:0] alu_res;
wire [31:0] alu_real_in1, alu_real_in2;
wire hazard_s2, hazard_s3;
wire fwdA_sel, fwdB_sel;
RegisterFile rf (
	.clk(clk),
	.rst(rst),
	.src_addr1(src1),
	.src_addr2(src2),
	.write_en(rf_en),
	.dest_addr(rf_waddr),
	.data_in(rf_wdata),
	.opA(oprA),
	.opB(oprB)
);
always @ (posedge clk)
	begin
		if(rst)
			begin
				s1opA <= 32'b0;
				s1opB <= 32'b0;
				s1dest <= 5'b0;
				s1srcA <= 5'b0;
				s1srcB <= 5'b0;
				s1opcode <= 7'b0;
				s1valid <= 1'b0;
			end
		else if (stall)
			begin
			end
		else
			begin
				s1opA <= oprA;
				s1opB <= oprB;
				s1dest <= dest_addr;
				s1srcA <= src1;
				s1srcB <= src2;
				s1opcode <= opcode;
				s1valid <= valid;
			end
	end
assign alu_real_in1 = (fwdA_sel) ? s2result : s1opA;
assign alu_real_in2 = (fwdB_sel) ? s2result : s1opB;
Alu dut (
	.opA(alu_real_in1),
	.opB(alu_real_in2),
	.opcode(s1opcode),
	.alu_result(alu_res)
);
always @ (posedge clk)
	begin
		if(rst)
			begin
				s2dest <= 5'b0;
				s2result <= 32'b0;
				s2valid <= 1'b0;
			end
		else if (stall)
			begin
				s2valid <= 1'b0; 
			end
		else
			begin
				s2dest <= s1dest;
				s2result <= alu_res;
				s2valid <= s1valid;
			end
	end
always @ (*)
	begin
		if(rst)
			begin
				rf_waddr = 5'b0;
				rf_wdata = 32'b0;
				rf_en = 1'b0;
			end
		else
			begin
				rf_waddr = s2dest;
				rf_wdata = s2result;
				rf_en = (s2dest == 5'b0) ? 1'b0 : s2valid;
			end
	end
assign hazard_s2 = s1valid && s2valid && (s2dest != 0) && ((s1srcA == s2dest) || (s1srcB == s2dest));
assign hazard_s3 = s1valid && rf_en && (rf_waddr != 0) && ((s1srcA == rf_waddr) || (s1srcB == rf_waddr));
assign stall = hazard_s2;
assign fwdA_sel = (!hazard_s2 && hazard_s3 && s1srcA == s2dest);
assign fwdB_sel = (!hazard_s2 && hazard_s3 && s1srcB == s2dest);
endmodule
`timescale 1ns / 1ps
module RegisterFile #(
 parameter width = 32
)(
	input clk,
	input rst,
	input [4:0]src_addr1,
	input [4:0]src_addr2,
	input write_en,
	input [4:0] dest_addr,
	input [31:0] data_in,
	output [31:0] opA,
	output [31:0] opB
);
reg [width-1:0] register [0:width-1];
integer i;
assign opA =register[src_addr1];
assign opB =register[src_addr2];
always @ (posedge clk)
	begin
		if(rst)
		begin
			for(i = 0 ; i<width; i = i + 1)
				begin
					register[i] = 32'h0;
				end
		end
		else if(write_en && dest_addr != 5'b0)
			begin
				register[dest_addr] = data_in;
			end
	end
endmodule
### design/flow/run.sh
#!/bin/bash
# OpenROAD 26Q1-2900-gdf79404cd8, Yosys 0.63+post, stock flow scripts
make -C /OpenROAD-flow-scripts/flow DESIGN_CONFIG=/design/flow/config.mk WORK_HOME=/design/flow/orfs finish
==> results.py <==
# Flow results
metrics = {
    "min_path": {
        "worstHoldPathType": "register to register",
    },
    "place": {
        "port_buffers": 18,
        "placedInstanceArea_um2": 1380,
        "detailed_place_hpwl_um": 1600,
        "gp_congestion": 0.745,
    },
    "setup_path": {
        "element_type_at_the_critical_path_start": "register",
        "crit_path_max_fanout": 4,
        "arrival_time_at_the_worst_endpoint_ns": 1.81,
        "timing_worst_setup_path_type": "register to output port",
        "crit_path_end_kind": "output port",
        "critPathRequiredTime_ns": 4.56,
    },
    "sta": {
        "setup_total_negative_slack_ns": 0,
        "grt_setup_unrepaired": "no",
        "final.hold.worst_slack_ns": 0.492,
        "setup-violations-final": 0,
        "period_used_share": 0.517,
        "final_hold_viol_count": 0,
        "relSlewSlack": 0.763,
        "finalCriticalPeriod_ns": 2.95,
        "tightestPinTransition_ns": 0.355,
        "finalClockSkew_ns": 0.00474,
        "maxSlewViolCount": 0,
        "maximum_clock_rate_mhz": 339,
    },
    "die": {
        "die-height_um": 119,
        "rows": 36,
        "die_w_um": 119,
        "pin_count": 26,
        "core_area_um2": 9640,
        "fp.dieArea_um2": 14200,
        "floorplan.initialDensity": 0.110,
    },
    "synth": {
        "syn_area_per_cell_um2": 10.4,
        "post_synth_inst_count": 102,
        "top_area_cell": "sky130_fd_sc_hd__dfxtp_1",
        "syn_area_um2": 1060,
        "synth_cell_types": 14,
        "ys_cells": 102,
        "synthTopCellsByArea": "sky130_fd_sc_hd__dfxtp_1 42%, sky130_fd_sc_hd__nand2b_1 21%, sky130_fd_sc_hd__mux2i_1 19%",
        "ys_seq_frac": 0.417,
        "yosysWarnings": 3,
        "ys_seq_elements": 22,
        "synthDominantCellAreaShare": 0.417,
        "yosys_stat_chip_area_um2": 1060,
    },
    "clocking": {
        "clock_input_transition_at_the_sequential_cells_of_the_worst_setup_and_hold_paths_ns": 0.07,
        "holdBufCountCts": 0,
        "root_buffer_cell": "sky130_fd_sc_hd__clkbuf_8",
        "cts_tree": "done",
        "clk_latency_ns": 0.26,
        "cts_buffers": 3,
        "resized_after_cts": 0,
        "postcts_setup_bufs": 0,
        "htree_levels": 1,
        "cts_buffer_depth": 2,
        "numClockSinks": 22,
    },
    "pwr": {
        "total_power_mw": 0.313,
        "power_density_nw_per_um2": 218,
        "p_leak_nw": 0.471,
        "largest_vdd_supply_drop_uv": 71.2,
    },
    "drt": {
        "drtAntennaViolNets": 0,
        "drc": 0,
        "antenna_cells_inserted": 0,
        "detail_route.first_pass.iterations": 2,
        "routed_via_density": 2.81,
        "initialDrtViolationCount": 22,
        "wl_per_cell_um": 8.34,
        "detailroute.via_count": 710,
        "drt_wl_total_um": 2110,
    },
    "cells_and_area": {
        "layout_top_cell_excl_fill_tap": "sky130_fd_sc_hd__nand2b_1",
        "n_fill_cell": 1106,
        "layout-drive-gt1-share": 0.0750,
        "postLayoutCoreUtil": 0.149,
        "design_area_um2": 1440,
        "layout_top_cells": "35 x sky130_fd_sc_hd__nand2b_1, 22 x sky130_fd_sc_hd__dfxtp_1, 20 x sky130_fd_sc_hd__mux2i_1",
        "flow.area_growth_from_synthesis_pct": 35.9,
    },
    "grt": {
        "number_of_antenna_violations_at_the_first_check_in_global_routing": 0,
        "grt.overflow.total": 0,
        "grt_util_all_layers": 0.0313,
        "grt_pass1_vias": 745,
        "grt_pass1_wl_um": 3650,
        "grt_max_degree": 38,
    },
    "flow_run": {
        "tool_warnings": 32,
        "max_cap_violations": 0,
    },
    "run_status": {
        "status": "finished, final reports clean",
    },
}
-- flip-flops by register name (all words and copies together) (netlist names) --
signal	cells
s1dest	5
s2dest	5
s1valid	1
s1srcB	5
s1srcA	5
s2valid	1
-- critical path, stage by stage (launching register included) --
cell and delay (ns):
sky130_fd_sc_hd__dfxtp_1 0.35, sky130_fd_sc_hd__or4_1 0.54, sky130_fd_sc_hd__o211ai_2 0.17, sky130_fd_sc_hd__a21oi_2 0.07
sky130_fd_sc_hd__clkdlybuf4s50_1 0.42
-- routing by layer --
layer / share of wire / GRT usage / vias up / wire length [um]
met4: 0.0081 / 0.00229 / 0 / 17
met5: 0 / 0 / - / 0
met1: 0.47 / 0.0389 / 325 / 1000
met2: 0.44 / 0.0491 / 12 / 929
li1: - / - / 371 / -
met3: 0.077 / 0.0168 / 2 / 162
-- metrics by stage --
stage          cells  setup WS (ns)
3_5_place_dp     249           3.03
4_1_cts          253           2.73
5_1_grt          253           2.65
3_3_place_gp     249           3.02
2_1_floorplan    102           3.31
6_report         253           2.75
-- cells in the mapped netlist --
cell type / instances
sky130_fd_sc_hd__or4_1: 1
sky130_fd_sc_hd__nand3_1: 2
sky130_fd_sc_hd__clkbuf_1: 4
sky130_fd_sc_hd__nor3_1: 2
sky130_fd_sc_hd__o211ai_2: 1
sky130_fd_sc_hd__xnor2_1: 4
sky130_fd_sc_hd__dfxtp_1: 22
sky130_fd_sc_hd__mux2i_1: 20
sky130_fd_sc_hd__nand2b_1: 35
sky130_fd_sc_hd__nor3b_2: 1
sky130_fd_sc_hd__xor2_1: 6
sky130_fd_sc_hd__a21oi_2: 1
sky130_fd_sc_hd__o21ba_1: 1
sky130_fd_sc_hd__buf_6: 2
-- cells by family after synthesis --
logic type | share of synthesized area
AND-OR/OR-AND | 0.0296
XOR/XNOR | 0.0829
buffers and inverters | 0.0355
flip-flops | 0.417
multiplexers | 0.190
AND/OR/NAND/NOR | 0.245
-- area by class of cell --
class                           instances  area (um^2)  share of cell area
Tap cell                              133          166               0.116
Multi-Input combinational cell         74          578               0.403
Timing Repair Buffer                   20          195               0.136
Sequential cell                        22          440               0.307
Clock buffer                            4         55.1              0.0384
-- where the power goes --
part,internal [mW],switching [mW]
logic,0.0243,0.0128
registers,0.162,0.00566
clock network,0.0615,0.0470
total,0.248,0.0655
-- worst paths after layout --
| kind | start | end | slack, ns | depth (start not counted) |
|---|---|---|---|---|
| worst max-delay path | s2dest[0]$_SDFFE_PP0N_ | stall | 2.75 | 4 |
| worst min-delay path | s1dest[1]$_SDFFE_PP0N_ | s2dest[1]$_SDFFE_PP0N_ | 0.49 | 2 |
| worst max register to register | s2dest[1]$_SDFFE_PP0N_ | s1dest[1]$_SDFFE_PP0N_ | 4.00 | 6 |
| worst min register to register | s1dest[1]$_SDFFE_PP0N_ | s2dest[1]$_SDFFE_PP0N_ | 0.49 | 2 |
Power and IR drop assume default switching activity.
